<file path="/design/flow/config.mk">
export PLATFORM = sky130hd
export DESIGN_NAME = simple_alu
export DESIGN_NICKNAME = simple_alu
export VERILOG_FILES = /design/flow/design.v
export SDC_FILE = /design/flow/constraint.sdc
export NUM_CORES = 4
export LEC_CHECK = 1
export CORE_AREA = 10 10 80 80
export DIE_AREA = 0 0 90 90
</file>
<file path="/design/flow/constraint.sdc">
current_design simple_alu

set clk_period 5.2
set clk_io_pct 0.2

create_clock -name clk0 -period $clk_period [get_ports {clk}]

set non_clock_inputs [all_inputs -no_clocks]
set_input_delay [expr $clk_period * $clk_io_pct] -clock clk0 $non_clock_inputs
set_output_delay [expr $clk_period * $clk_io_pct] -clock clk0 [all_outputs]
</file>
<file path="/design/flow/design.v">
package booth_pkg;
localparam x=32, y=32; 
typedef struct packed {
  int multiplicand,multiplier;
  longint product;
} mult_data;
endpackage: booth_pkg
package booth_pkg;
localparam x=32, y=32; 
typedef struct packed {
  int multiplicand,multiplier;
  longint product;
} mult_data;
endpackage: booth_pkg
module simple_alu #(parameter width = 8) (
    input 		    clk,
    input 		    reset,
    input [width-1:0] 	    operandA, operandB,
    input [1:0] 	    opcode,
    output logic[width-1:0] result
);
    always_ff @(posedge clk)
    begin 
    	if(reset)
	    result <= '0;
	else
	begin
	    case(opcode)
	        0: result <= operandA + operandB; 
		1: result <= operandA - operandB;
		2: result <= operandA & operandB;	
		3: result <= operandA | operandB;
	    endcase
	end
    end
endmodule 
</file>
<file path="/design/flow/run.sh">
#!/bin/bash
# OpenROAD 26Q1-2900-gdf79404cd8, Yosys 0.63+post, stock flow scripts
make -C /OpenROAD-flow-scripts/flow DESIGN_CONFIG=/design/flow/config.mk WORK_HOME=/design/flow/orfs finish
</file>
==> metrics.log <==
[flow] final metrics
[metrics] Post-synth area hogs: sky130_fd_sc_hd__dfxtp_1 19%, sky130_fd_sc_hd__ha_1 15%, sky130_fd_sc_hd__xnor2_1 8.1%
[metrics] count of maximum capacitance violations: 0
[metrics] total CTS buffers: 3
[metrics] mapped cell area: 862.1 um^2
[metrics] die height: 90 um
[metrics] number of gates resized after CTS: 0
[metrics] total of warnings raised by yosys: 1
[metrics] Power Dens Cells: 209.4 mW/mm^2
[metrics] ANT cells: 0
[metrics] number of buffers inserted for hold repair after clock tree synthesis: 0
[metrics] Post-Place Cell Area: 0.001181 mm^2
[metrics] final cell area excluding filler cells: 0.001222 mm^2
[metrics] synthesized instance count: 112
[metrics] Largest regs: result (8)
[metrics] fin util: 25.88%
[metrics] total die size: 0.008100 mm^2
[metrics] CP Capture Type: register
[metrics] buffer cell driving the clock tree root: sky130_fd_sc_hd__clkbuf_8
[metrics] Fillers: 528
[metrics] Data required, critical path: 5.33 ns
[metrics] data arrival at the endpoint of the critical path: 3.63 ns
[metrics] number of endpoints failing setup at the final stage: 0
[metrics] via count of the first global-routing pass: 811
[metrics] initial core utilization: 18.25%
[metrics] Bufs on Longest Clock Path: 2
[metrics] synthesis-stage register bit count: 8
[metrics] global-route total usage across every layer: 5.568%
[metrics] total number of vias: 819
[metrics] clock sinks: 8
[metrics] setup repair bufs after CTS: 0
[metrics] wire length of the first global-routing pass: 3843 um
[metrics] final weighted congestion of routability-driven global placement: 0.8477
[metrics] clock tree from TritonCTS: done
[metrics] std cell rows: 25
[metrics] count of nets left with antenna violations after detail routing: 0
[metrics] post-synthesis chip area from yosys: 862.1 um^2
[metrics] Achievable Freq: 285.9 MHz
[metrics] leakage power of the design: 0.4820 nW
[metrics] WL final: 2296 um
[metrics] number of max-slew violations in the final report: 0
[metrics] part of the cycle the worst path needs: 67.28%
[metrics] Clock H-tree levels: 1
[metrics] Worst Tran Pin Value: 0.6956 ns
[metrics] area occupied by multi-input gates: 631.9 um^2
[metrics] drt first pass iters: 4
[metrics] total tool warning count: 27
[metrics] Largest register FFs: 8
[metrics] share of cells above drive strength 1: 5.109%
[metrics] layout overhead on the synthesized area: 41.80%
[metrics] CP Max Fanout: 19
[metrics] Dominant cell area share: 18.58%
[metrics] Top reg by flops: result
[metrics] total DRC errors in the routed layout: 0
[metrics] core area: 0.004723 mm^2
[metrics] antenna violations before repair: 0
[metrics] Hold WC Path Type: primary input to register
[metrics] worst rel slew slack: 53.48%
[metrics] number of library cell types mapped by synthesis: 33
[metrics] ys async rst share: 0%
[metrics] total congestion overflow after global routing: 0
[metrics] clock slew seen by the registers of the worst setup and hold paths: 0.04 ns
[metrics] number of cell instances after yosys synthesis: 112
[metrics] post-synth tally of flip-flops with integrated enable: 0
[metrics] I/O pin cnt: 28
[metrics] DRC violation total after the first TritonRoute iteration: 45
[metrics] final hold vios: 0
[metrics] mean number of vias per cell: 4.015
[metrics] Post-Synthesis Mean Instance Area: 7.697 um^2
[metrics] placed wire-length estimate: 1943 um
[metrics] Post-synth top cells: 13 x sky130_fd_sc_hd__nor2_1, 10 x sky130_fd_sc_hd__ha_1
[metrics] x dimension of the die: 90 um
[metrics] largest net degree at the start of global routing: 20
[metrics] shortest period the worst path allows: 3.498 ns
[metrics] kind of critical path: primary input to register
[metrics] run status: completed
[metrics] RSZ-0062 raised after global routing: false
[metrics] cell type with the highest aggregate area in the netlist: sky130_fd_sc_hd__dfxtp_1
[metrics] dominant cell by count in the synthesized netlist: sky130_fd_sc_hd__nor2_1
[metrics] type of origin of the critical path: primary input
[metrics] number of buffer cells added on primary ports: 27
[metrics] detail-routed net length per standard cell: 11.25 um
[metrics] flip-flop and latch area: 160.2 um^2
[metrics] Post-synth seq share: 18.58%
[metrics] Top FF cell, synth: sky130_fd_sc_hd__dfxtp_1
[metrics] Peak VDD IR: 58.44 uV
[metrics] Setup TNS Final: 0 ns
==> layout make-up <==
type / instances / share of cell area (%)
multi-input combinational: 90 / 51.69
timing repair buffer: 27 / 22.11
sequential: 8 / 13.10
tap: 67 / 6.858
clock buffer: 3 / 3.378
inverter: 9 / 2.866
==> worst paths after layout <==
path / start / endpoint / slack (ns) / cells after the start
max: opcode[1] / result[4] / 1.70 / 9
min: operandA[4] / result[4] / 1.48 / 3
==> per-stage QoR <==
step / power (W) / hold WS, ns / instances / setup slack [ns]
after floorplan: 0.0001398 / 1.207 / 112 / 2.475
after global placement: 0.0001856 / 1.716 / 201 / 1.530
after detailed placement: 0.0001856 / 1.709 / 201 / 1.466
after CTS: 0.0002610 / 1.473 / 204 / 1.697
after global routing: 0.0002792 / 1.515 / 204 / 1.397
final: 0.0002560 / 1.476 / 204 / 1.702
==> cell usage in the layout, fill, tap and decap left out, types with 3 or more instances in the layout <==
| master | synthesis | final |
|---|---|---|
| sky130_fd_sc_hd__o21ai_0 | 7 | 7 |
| sky130_fd_sc_hd__clkdlybuf4s50_1 | 0 | 27 |
| sky130_fd_sc_hd__ha_1 | 10 | 10 |
| sky130_fd_sc_hd__a31oi_1 | 6 | 6 |
| sky130_fd_sc_hd__o21ai_1 | 5 | 5 |
| sky130_fd_sc_hd__a21oi_1 | 8 | 8 |
| sky130_fd_sc_hd__dfxtp_1 | 8 | 8 |
| sky130_fd_sc_hd__nor2_1 | 13 | 13 |
| sky130_fd_sc_hd__xnor2_1 | 8 | 8 |
| sky130_fd_sc_hd__inv_1 | 8 | 8 |
| sky130_fd_sc_hd__nand2_1 | 8 | 8 |
| sky130_fd_sc_hd__clkbuf_8 | 0 | 3 |
==> routing by layer <==
layer  vias up  routed length (um)  global-route usage, %
met5         -                   0                      0
met4         0                  29                  1.061
met3         2                  96                  1.257
met2        20                 912                  8.232
met1       351                1257                  8.105
li1        446                   -                      -
==> worst max-delay path, cell delays in order <==
cell and delay (ns):
sky130_fd_sc_hd__clkdlybuf4s50_1 0.77, sky130_fd_sc_hd__nor2b_4 0.34, sky130_fd_sc_hd__mux2i_1 0.16, sky130_fd_sc_hd__fa_1 0.45
sky130_fd_sc_hd__a21o_1 0.17, sky130_fd_sc_hd__a21oi_1 0.22, sky130_fd_sc_hd__xnor2_1 0.16, sky130_fd_sc_hd__nor2_1 0.05
sky130_fd_sc_hd__a311oi_1 0.26
==> report_power, final <==
| part | total (W) | switching, W | internal (W) | leakage, nW |
|---|---|---|---|---|
| Clock | 0.0000724 | 0.0000224 | 0.0000500 | 0.0216 |
| Combinational | 0.000113 | 0.0000518 | 0.0000609 | 0.394 |
| Sequential | 0.0000709 | 0.00000167 | 0.0000692 | 0.0668 |
| Total | 0.000256 | 0.0000759 | 0.000180 | 0.482 |
==> cells by family (layout without fill, tap and decap cells) <==
kind of cell | after synthesis | in the layout | synth area share (%)
AND-OR/OR-AND | 34 | 34 | 23.37
XOR/XNOR | 10 | 10 | 10.16
adder cells (fa/ha/maj) | 12 | 12 | 18.00
buffers and inverters | 14 | 39 | 8.126
flip-flops | 8 | 8 | 18.58
multiplexers | 2 | 2 | 2.322
AND/OR/NAND/NOR | 32 | 32 | 19.45
Power figures rest on the tool's default switching activity, not on a simulated workload.
