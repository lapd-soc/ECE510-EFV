File: flow/config.mk
export PLATFORM = sky130hd
export DESIGN_NAME = adder
export DESIGN_NICKNAME = adder
export VERILOG_FILES = /design/flow/design.v
export SDC_FILE = /design/flow/constraint.sdc
export NUM_CORES = 4
export LEC_CHECK = 1
export CORE_AREA = 10 10 70 70
export DIE_AREA = 0 0 80 80
File: flow/constraint.sdc
current_design adder

set clk_period 4.1
set clk_io_pct 0.2

create_clock -name clk0 -period $clk_period [get_ports {clk}]

set non_clock_inputs [all_inputs -no_clocks]
set_input_delay [expr $clk_period * $clk_io_pct] -clock clk0 $non_clock_inputs
set_output_delay [expr $clk_period * $clk_io_pct] -clock clk0 [all_outputs]
File: flow/design.v
package booth_pkg;
localparam x=32, y=32; 
typedef struct packed {
  int multiplicand,multiplier;
  longint product;
} mult_data;
endpackage: booth_pkg
package booth_pkg;
localparam x=32, y=32; 
typedef struct packed {
  int multiplicand,multiplier;
  longint product;
} mult_data;
endpackage: booth_pkg
module adder (result, a, b, clk, reset, enable); 
input [7:0] a; 
input [7:0] b; 
input clk; 
input reset; 
input enable; 
output [8:0] result; 
reg [8:0] result; 
  always @(posedge clk) 
  begin 
   if (reset)      result = 0; 
   else if (enable)      result = a + b; 
  end 
 endmodule 
File: flow/run.sh
#!/bin/bash
# OpenROAD 26Q1-2900-gdf79404cd8, Yosys 0.63+post, stock flow scripts
make -C /OpenROAD-flow-scripts/flow DESIGN_CONFIG=/design/flow/config.mk WORK_HOME=/design/flow/orfs finish
==> job_summary.md <==
## PnR job results

| Metric | Value |
|---|---|
| CP delay by family, top | `AND-OR/OR-AND gates` |
| Largest net degree at the start of global routing | `12` |
| CTS H-Tree Depth | `1` |
| GRT Util Overall | `5.33%` |
| Power Density | `259 nW/um2` |
| Fin Clk Skew | `0 ns` |
| Setup Buffers After CTS | `0` |
| Final worst path period need | `2.51 ns` |
| Slew HR | `72.9%` |
| R2R cell count | `1` |
| Post-route setup slack | `1.59 ns` |
| Clock Sinks | `9` |
| Top cell excl fill/tap | `clkdlybuf4s50_1` |
| Iteration tally of the first detailed-router pass | `4` |
| Placed instance count | `145` |
| Routed Antenna Nets | `0` |
| I/O Buffers | `27` |
| Worst Setup SP | `a[0]` |
| Worst Path Max Fanout | `3` |
| Yosys Chip Area | `641 um2` |
| Total chip power | `0.255 mW` |
| Min-delay src | `result[4]` |
| Wirelength, routed | `1.72 mm` |
| Startpoint types | `input pin` |
| # DRC | `0` |
| FILL cells | `371` |
| Die Ht | `80 um` |
| Antenna violations before repair | `0` |
| Worst hold path type | `flop to flop` |
| DR WL/cell | `11.6 um` |
| Worst vdd ir | `0.0000830 V` |
| Longest Clk Path Bufs | `2` |
| Tool warnings | `25` |
| ANT cells | `0` |
| # Cells Yosys | `74` |
| Yosys warns | `1` |
| CP Class | `input pin to flop` |
| CTS hold repair buffers | `0` |
| Ports | `28` |
| Max_cap viols | `0` |
| Seq/Total Area, Yosys | `28.1%` |
| CP peak stage delay | `0.43 ns` |
| RSZ-0062 raised after global routing | `false` |
| Post-synth regs | `9` |
| Outcome | `completed` |
| Worst Max-Slew Pin Slew | `0.406 ns` |
| Post-Synthesis Cells | `74` |
| CTS buffer count | `3` |
| Achievable Freq | `398 MHz` |
| Vias in the first global route | `627` |
| Overflow after GRT | `0` |
| Pleak | `0.373 nW` |
| Final core occ | `28.8%` |
| WP data arrival | `2.66 ns` |
| Pre-CTS WS | `1.30 ns` |
| Post-layout period usage of the worst path | `61.3%` |
| Average size of a mapped cell | `8.66 um2` |
| Post-DP Area | `956 um2` |
| DP HPWL | `1.44 mm` |
| Share of cells above drive strength 1 | `7.77%` |
| Post-CTS Resized | `0` |
| Hold Path Cell Cnt | `2` |
| Die ar. | `6400 um2` |
| CTS tree | `built` |
| Final std cells w/o fill | `149` |
| Crit path depth | `7` |
| Post-route cell area | `982 um2` |
| WP data required | `4.25 ns` |
| Iter 0 DRT Violations | `37` |
| Final setup TNS | `0 ns` |
| Final Setup Violations | `0` |
| Synthesis-to-layout area growth | `53.3%` |
| Late-Pin Clk Latency | `0.25 ns` |
| Crit-path cells | `clkdlybuf4s50_1 > ha_1 > fa_1 > a211oi_2 > o21a_1 > nor2_1 > o41ai_1` |
| Die X | `80 um` |
| Buffers & Inverters on Critical Path | `1` |
| Mapped Area | `641 um2` |
| Max FFs per register | `9` |
| GP Congestion | `0.824` |
| Rows | `21` |
| Initial Utilization | `18.8%` |
| CP endpoint kind | `flop` |
| CP max-delay cell | `fa_1` |
| Clock Root Buffer | `clkbuf_4` |
| FF-to-FF Start | `result[7]` |
| Cell variety after synth | `30` |
| Final Hold Vio Count | `0` |
| DR vias | `641` |
| Max-slew violations | `0` |
| First-pass GRT wire length | `2.76 mm` |
| Core ar. | `3420 um2` |
| Top Layout Cells | `clkdlybuf4s50_1 (27), dfxtp_1 (9), ha_1 (8)` |
| Hold WS | `0.467 ns` |
| Vias per cell | `4.30` |
| Clock transition at the registers of the reported paths | `0.06 ns` |
## synthesized netlist by cell type (all sizes together)
cell type,count,area [um2]
o41ai,1,8.76
a311o,1,10.0
a211oi,4,40.0
o311a,1,10.0
buf,2,12.5
mux2i,2,20.0
inv,2,7.51
nor4,1,6.26
clkinv,1,3.75
nor3,3,15.0
o21bai,1,7.51
o311ai,1,8.76
o21a,2,15.0
nor2,7,26.3
a21o,1,8.76
nand3,4,20.0
ha,8,100
o211ai,1,7.51
fa,1,20.0
xnor2,1,8.76
a21oi,7,38.8
nand2,5,18.8
dfxtp,9,180
a211o,1,8.76
o21ai,6,30.0
and3,1,7.51
## power breakdown
part	leakage (nW)	internal [mW]	switching, mW
registers	0.0744	0.0958	0.00423
logic	0.283	0.0518	0.0362
clock network	0.0150	0.0374	0.0292
## worst min-delay path, stage by stage, from the launching register on
cell,delay (ns)
dfxtp_1,0.31
nand2_1,0.06
a21oi_1,0.05
## cell families after synthesis
family,Yosys count,share of synthesized area [%]
muxes,2,3.13
xor gates and xnor gates,1,1.37
and+or+nand+nor,21,14.6
buffers and inverters,5,3.71
adders and majority gates,9,18.8
AOI/OAI and AO/OA,27,30.3
DFF,9,28.1
## worst paths after layout
check                                 end  slack (ns)
worst max-delay path            result[6]        1.59
worst min-delay path            result[4]        0.47
worst max register to register  result[7]        3.38
worst min register to register  result[4]        0.47
## layout make-up
type                       instances  area [um2]  area share, %
inverter                           3        11.3           1.15
timing repair buffer              27         270           27.5
multi-input combinational         60         437           44.5
sequential                         9         180           18.3
clock buffer                       4        26.3           2.68
tap                               46        57.6           5.86
## layer usage
layer  part of all wire, %  global-route usage (%)  routed length (um)  up-vias
li1                      -                       -                   -      338
met1                    41                    6.47                 705      277
met2                    44                    7.87                 754       26
met3                    15                    3.86                 261        0
met4                     0                   0.176                   0        0
met5                     0                       0                   0        -
Power is estimated from default activity; no workload was simulated.
